## design.v

```verilog
`timescale 1ns/1ps
module reg_file (read_data_1, read_data_2, inst_out, WB_result, WB_reg, reset, clock, reg_write);
output [31:0] read_data_1, read_data_2;
input [31:0] WB_result,inst_out;
input [4:0] WB_reg;
input reset, clock, reg_write;
reg [31:0] read_data_1, read_data_2;
reg [31:0] register [0:31];  
always@(inst_out)
 begin
   if(reset)
      begin 
	read_data_1 <= 32'b0;
        read_data_2 <= 32'b0;
      end
   else
      begin
	read_data_1 <= register[inst_out[31:27]];
	read_data_2 <= register[inst_out[26:22]];
      end
 end
always@(posedge (clock) or posedge (reset))
 begin
  if(reset)
    begin 
		register [0] <= 32'b0;
                register [1] <= 32'b0;
		register [2] <= 32'b0;
		register [3] <= 32'b0;
		register [4] <= 32'b0;
		register [5] <= 32'b0;
		register [6] <= 32'b0;
		register [7] <= 32'b0;
		register [8] <= 32'b0;
		register [9] <= 32'b0;
		register [10] <= 32'b0;
		register [11] <= 32'b0;
		register [12] <= 32'b0;
		register [13] <= 32'b0;
		register [14] <= 32'b0;
		register [15] <= 32'b0;
		register [16] <= 32'b0;
		register [17] <= 32'b0;
		register [18] <= 32'b0;
		register [19] <= 32'b0;
		register [20] <= 32'b0;
		register [21] <= 32'b0;
		register [22] <= 32'b0;
		register [23] <= 32'b0;
		register [24] <= 32'b0;
		register [25] <= 32'b0;
		register [26] <= 32'b0;
		register [27] <= 32'b0;
		register [28] <= 32'b0;
		register [29] <= 32'b0;
		register [30] <= 32'b0;
		register [31] <= 32'b0;
	 end
	else if(reg_write)
          register[WB_reg] <= WB_result;
 end
  endmodule
```

## run.sh

```bash
#!/bin/bash
# OpenROAD 26Q1-2900-gdf79404cd8, Yosys 0.63+post, stock flow scripts
make -C /OpenROAD-flow-scripts/flow DESIGN_CONFIG=/design/flow/config.mk WORK_HOME=/design/flow/orfs finish
```

## config.mk

```make
export PLATFORM = sky130hd
export DESIGN_NAME = reg_file
export DESIGN_NICKNAME = reg_file
export VERILOG_FILES = /design/flow/design.v
export SDC_FILE = /design/flow/constraint.sdc
export NUM_CORES = 4
export LEC_CHECK = 1
export CORE_UTILIZATION = 40
```

## constraint.sdc

```tcl
current_design reg_file

set clk_period 7.3
set clk_io_pct 0.2

create_clock -name clk0 -period $clk_period [get_ports {clock}]

set non_clock_inputs [all_inputs -no_clocks]
set_input_delay [expr $clk_period * $clk_io_pct] -clock clk0 $non_clock_inputs
set_output_delay [expr $clk_period * $clk_io_pct] -clock clk0 [all_outputs]
```

==> notes.md <==
Notes on the flow outputs.

- The flow ran to the end, and the final reports show no timing, DRC or antenna violations.
- The design area is 0.06016 mm².
- The number of global-route vias before repair is 44,269.
- The largest registers in the layout are register (1024).
- The launch point of the worst hold path is register[16][15]$_DFFE_PP0P_.
- The post-route minimum period reads 6.918 ns.
- The final routed wire length divided by cell count is 42.05 µm.
- The worst register-to-register path has a depth of 1.
- The type recorded for the worst min-delay path is reg -> reg.
- The post-synthesis share of cell area spent on full adders, half adders and majority gates reads 0%.
- A synthesized cell averages 11.76 µm².
- The fraction of layout instances using a drive strength above 1 reads 35.81%.
- In this run the register-to-register setup slack is 6.39 ns.
- Pins over their slew limit in the final report were tallied at 0.
- The multiplexer area fraction after synthesis is 23.20%.
- The number of standard-cell rows in the floorplan is 131.
- The peak supply drop is 0.1959 mV.
- register holds more flip-flops than any other register.
- The number of hold violations in the final report reads 0.
- Of the total synthesized cell area, the portion taken by XOR and XNOR cells is 0%.
- The CTS tree is built.
- The detailed-route vias per instance reads 7.175.
- The final HPWL from detailed placement is 158.2 mm.
- The placed cell area reads 0.05614 mm².
- The power per standard cell area reads 269.1 mW/mm².
- The count of buffers added on input and output ports is 113.
- The required time reported for the critical path endpoint is 5.84 ns.
- The critical path in this run is classified as in -> out.
- According to the floorplan report, the die height is 361.5 µm.
- The flip-flop count of the largest register, all copies and words added reads 1,024.
- The floorplan step defined a core boundary enclosing 0.1278 mm².
- The number of maximum-capacitance constraint violations reads 0.
- The worst setup path is launched from an input port.
- The setup clock skew after layout is 0 ns.
- The number of post-CTS setup repair buffers reads 0.
- The area growth from synthesis to layout is 16.36%.
- For this run, the final setup violation count is recorded as 0.
- The clock tree root driver cell is sky130_fd_sc_hd__clkbuf_16.
- In this run the number of H-tree levels came out at 3.
- The clock latency reported for the late side of the worst-skew pair reads 0.74 ns.
- The number of cells traversed by the worst hold path is 1.
- The number of buffers inserted during clock tree synthesis reads 112.
- The synthesized instance count reads 4,398.
- The wire length of the first global-routing pass reads 361.8 mm.
- The total wire length reads 263.8 mm.
- The x dimension of the die reads 361.5 µm.
- The worst flop-to-flop path endpoint is register[19][6]$_DFFE_PP0P_.
- The final worst setup slack is 0.3825 ns.
- Post-synth the commonest register cell is sky130_fd_sc_hd__dfrtp_1.
- The pre-CTS setup slack is 0.6420 ns.
- The synthesized design contains 1,024 register bits.
- The most common logic cells in the final layout are sky130_fd_sc_hd__dfrtp_1, sky130_fd_sc_hd__mux2_2, sky130_fd_sc_hd__a22oi_1.
- Summed over all failing endpoints, the final setup total negative slack is 0 ns.
- The pre-antenna-repair detailed-routing pass consisted of 8 iterations.
- In this run, post-CTS hold repair placed 0 buffers.
- On the critical path the data arrives at 5.46 ns.
- In the Yosys stats the netlist draws on 67 distinct library cells.
- Among logic cells in the layout, the one with the most instances is sky130_fd_sc_hd__dfrtp_1.
- The leakage power reads 26.14 nW.
- The number of instances resized during post-cts repair is 0.
- The relative slew slack reads 23.24%.
- The synth_stat.txt file lists the number of cells as 4,398.
- The worst-case clock buffer depth reads 3.
- The worst setup path is captured at a primary output.
- The worst flop-to-flop path startpoint is register[19][6]$_DFFE_PP0P_.
- The sequential area share after synthesis reads 49.56%.
- The final antenna-violating net count reads 0.
- The highest clock rate reads 144.6 MHz.
- Detailed-route iteration 0 reported a violation count of 5,582.
- Yosys reports a chip area of 0.05170 mm².
- Total global-route track usage over all layers is 41.80%.
- The number of remaining DRC errors is 0.
- The area share of and/or/nand/nor cells after synthesis reads 7.451%.
- The report shows a maximum critical-path fanout of 18.
- The async set-reset flop share out of synthesis is 100.0%.
- The synthesized netlist devotes 15.74% of its cell area to compound gates.
- The worst hold endpoint reads register[16][15]$_DFFE_PP0P_.
- The area enclosed by the die boundary reads 0.1307 mm².
- The routability congestion estimate from global placement reads 1.045.
- The clock-pin slew on the worst setup and hold paths is 0.06 ns.
- The number of enable-type register cells in the synthesized netlist reads 0.
- Warnings reported by Yosys during synthesis add up to 2.
- The synthesized cell area is 0.05170 mm².
- The slew of the pin with the lowest slew margin is 1.151 ns.
- The number of warnings in the stage logs is 57.
- The count of clock tree sinks reads 1,024.
- The largest net degree at the start of global routing reads 131.
- The floorplan core density is 40.44%.
- The share of the cycle needed by the critical path after routing reads 94.76%.
- The remaining global-route overflow is 0.
- The initial antenna violation count reads 15.
- Setup repair after global routing left no endpoint under its margin.
- On the final layout, the worst hold slack is 0.5309 ns.
- The largest non-sequential cell family by area is multiplexers.
- Across all layers, the routed design uses 45,023 vias.
- The number of top-level pins is 136.
worst max-delay path, cell delays in order:
cell and delay (ns):
sky130_fd_sc_hd__clkdlybuf4s50_1 0.80, sky130_fd_sc_hd__nand3b_1 0.64, sky130_fd_sc_hd__nor2_4 0.70, sky130_fd_sc_hd__buf_12 0.28, sky130_fd_sc_hd__a22oi_1 0.14, sky130_fd_sc_hd__nand4_1 0.11, sky130_fd_sc_hd__nor3_1 0.07, sky130_fd_sc_hd__a211oi_1 0.59
sky130_fd_sc_hd__clkdlybuf4s50_1 0.59
cell usage after synthesis (14+ instances only):
cell,count,area [µm²]
sky130_fd_sc_hd__a211oi_1,55,412.9
sky130_fd_sc_hd__a21oi_1,40,200.2
sky130_fd_sc_hd__a221oi_1,16,140.1
sky130_fd_sc_hd__a222oi_1,21,210.2
sky130_fd_sc_hd__a22o_1,14,122.6
sky130_fd_sc_hd__a22oi_1,832,6246
sky130_fd_sc_hd__a31oi_1,14,87.58
sky130_fd_sc_hd__buf_1,40,150.1
sky130_fd_sc_hd__buf_2,184,920.9
sky130_fd_sc_hd__buf_4,33,247.7
sky130_fd_sc_hd__clkbuf_1,171,641.9
sky130_fd_sc_hd__dfrtp_1,1024,25620
sky130_fd_sc_hd__mux2_2,1002,11280
sky130_fd_sc_hd__mux2_4,30,450.4
sky130_fd_sc_hd__mux2i_1,23,230.2
sky130_fd_sc_hd__nand2_1,241,904.6
sky130_fd_sc_hd__nand3_1,47,235.2
sky130_fd_sc_hd__nand4_1,117,732.0
sky130_fd_sc_hd__nor2_1,166,623.1
sky130_fd_sc_hd__nor2b_1,15,93.84
sky130_fd_sc_hd__nor3_1,76,380.4
sky130_fd_sc_hd__nor4_1,40,250.2
sky130_fd_sc_hd__o21ai_0,27,135.1
logic make-up (layout without fill, tap and decap cells):
| family | Yosys count | in the layout |
|---|---|---|
| muxes | 1058 | 1058 |
| DFF | 1024 | 1024 |
| AOI/OAI and AO/OA | 1086 | 1086 |
| and+or+nand+nor | 782 | 782 |
| buffers and inverters | 448 | 644 |
| other | 0 | 19 |
worst max-delay path by stage:
stage / startpoint / to / slack, ns / depth (start not counted)
4_1_cts: inst_out[25] / read_data_2[0] / 0.61 / 10
5_1_grt: inst_out[25] / read_data_2[31] / 0.37 / 10
6_report: inst_out[25] / read_data_2[6] / 0.38 / 9
stage by stage:
step	power (mW)	util [%]	instances
after floorplan	9.014	-	4398
final	16.19	47.06	6275
after detailed placement	10.00	43.91	6048
after CTS	16.12	47.02	6256
after global routing	16.67	47.02	6256
after global placement	9.940	43.91	6048
area by class of cell:
cell class	count	area, µm²
clock inverter	53	783.3
sequential	1024	25620
timing repair buffer	423	3854
tap	1662	2079
clock buffer	155	3194
antenna	19	47.55
fill	11371	67690
inverter	13	52.55
multi-input combinational	2926	24520
layer usage:
layer,routed length [µm],GRT usage [%],vias to the layer above
li1,-,-,17120
met1,90770,50.97,22376
met2,103000,54.10,4074
met3,46230,28.32,1428
met4,23370,25.80,25
met5,461,1.258,-
power breakdown:
part	internal, mW	switching, mW	total, mW
combinational	1.18	1.05	2.23
clock	3.63	2.53	6.17
sequential	6.78	1.02	7.80
No activity file was given, so power comes from the tool's default toggle rates.
