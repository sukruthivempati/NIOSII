### flow/config.mk
export PLATFORM = sky130hd
export DESIGN_NAME = ALU_unit
export DESIGN_NICKNAME = ALU_unit
export VERILOG_FILES = /design/flow/design.v
export SDC_FILE = /design/flow/constraint.sdc
export NUM_CORES = 4
export LEC_CHECK = 1
export CORE_UTILIZATION = 40
### flow/constraint.sdc
current_design ALU_unit

set clk_period 18.5
set clk_io_pct 0.2

create_clock -name clk0 -period $clk_period

set non_clock_inputs [all_inputs -no_clocks]
set_input_delay [expr $clk_period * $clk_io_pct] -clock clk0 $non_clock_inputs
set_output_delay [expr $clk_period * $clk_io_pct] -clock clk0 [all_outputs]
### flow/design.v
`timescale 1ns/1ps
module ALU_unit (ALU_result, zero_flag, read_data_1, mux_data_out, ALU_ctrl, reset);
output [31:0] ALU_result;
output zero_flag;
input [31:0] read_data_1, mux_data_out;
input [2:0] ALU_ctrl;
input reset;
reg [31:0] ALU_result;
reg zero_flag;
always@(*)
 begin
   if(reset)
     ALU_result <= 32'b0;
   else
     begin
       case(ALU_ctrl)
	         3'b001: ALU_result <= read_data_1 + mux_data_out;
		 3'b010: ALU_result <= read_data_1 - mux_data_out;
		 3'b011: ALU_result <= read_data_1 * mux_data_out;
		 3'b100: ALU_result <= read_data_1 | mux_data_out;
		 3'b101: ALU_result <= read_data_1 < mux_data_out;
	         default: ALU_result <= 32'b0;
	endcase
     end
 end
always@(reset or ALU_result)
 begin
  if(reset)
   zero_flag <= 1'b0;
  else if(ALU_result==0)
   zero_flag <= 1'b1;
  else
   zero_flag <= 1'b0;
 end  
endmodule
### flow/run.sh
#!/bin/bash
# OpenROAD 26Q1-2900-gdf79404cd8, Yosys 0.63+post, stock flow scripts
make -C /OpenROAD-flow-scripts/flow DESIGN_CONFIG=/design/flow/config.mk WORK_HOME=/design/flow/orfs finish
==> out/results.tsv <==
stage	metric	value	unit
setup_path	critPathLaunch	read_data_1[4]	
die	core-area	0.0503	sq mm
min_path	min_to	ALU_result[0]	
global_route	use_met3	16.6	%
setup_path	arrival	13.68	ns
flow_run	tool_warnings	95	
synth	simple_gate_area_share	17.7	%
global_route	grtUsageMet1	43.3	%
synth	top_cells_by_count	inv_1, fa_1, nor2_1, nand2_1, ha_1	
timing	fin_setup_tns	0	ns
place	portBuffers	101	
setup_path	cp_slowest_cell	clkdlybuf4s50_1	
route	drc_errors	0	
clock_network	post-cts-setup-buffers	0	
setup_path	cp_common_cell	fa_1	
timing	tightest_slew	1.01	ns
synth	xor_area_share	3.91	%
route	diodes	0	
status	status	finished clean	
global_route	grt_pass1_vias	19600	
timing	hold_viol_final	0	
timing	finalCriticalPeriod	17.38	ns
synth	syn_avg_cell_area	7.96	sq um
clock_network	cts_resized	0	
setup_path	cp_max_fo	12	
timing	max_freq	57.6	MHz
timing	slew_headroom	32.4	%
flow_run	drv_cap	0	
die	pin_count	101	
synth	yosys-stat-area	0.0204	sq mm
min_path	min_path_cells	6	
die	die_h	228	um
place	hpwl	66400	um
route	routed_wl	82400	um
synth	netlist_instances	2561	
synth	ys_cells	2561	
global_route	grt_use_total	34.3	%
global_route	grt_max_degree	33	
global_route	antenna_found_initial	2	
setup_path	path_class	primary input to primary output	
route	wl_per_cell	25.2	um
place	place_congestion	1.05	
timing	setup_viol	0	
synth	seq_area_frac_synth	0	%
synth	adder_share	53.6	%
die	die_area	0.0519	sq mm
layout	flop-count	0	
setup_path	crit_family	adder cells	
setup_path	end_kind	primary output	
route	drt_pass1_iterations	7	
global_route	grt-ovfl-total	0	
route	vias_per_cell	5.69	
die	core_util_floorplan	40.6	%
timing	rsz0062_at_grt	false	
clock_network	holdBufCountCts	0	
die	rows	82	
synth	synth.area.top_cells	fa_1, ha_1, inv_1, nor2_1, nand2_1	
route	first_iter_violations	1315	
min_path	worst_hold_startpoint	reset	
route	drtAntennaViolNets	0	
synth	synthTopLogicFamily	adder cells	
layout	num-clock-buffers	0	
synth	synth_area	0.0204	sq mm
global_route	grt-busiest-layer	met2	
global_route	met2_usage	50.4	%
die	dieWidth	228	um
layout	drive_above_1_share	2.70	%
min_path	min_path_type	primary input to primary output	
setup_path	required	14.80	ns
timing	slew_violations	0	
synth	synth_cell_types	77	
route	dr_total_vias	18600	
synth	yosys_warnings	1	
global_route	grt_pass1_wl	124000	um
layout	syn2layout_area_growth	8.73	%
synth	top_cell	inv_1	
setup_path	crit_buf_inv	10	
synth	yosysTopAreaCell	fa_1	
synth	synthAoiAreaFrac	12.6	%
layout	seqCellArea	0	sq um
synth	ys_sh_mux	1.08	%
synth	yosysTopAreaCellShare	40.2	%
setup_path	cp-start-kind	primary input	
setup_path	slowest_delay	1.10	ns
timing	finalCritPeriodShare	93.9	%
-- layer usage --
| metal | routed length (um) | up-vias |
|---|---|---|
| met3 | 10800 | 232 |
| li1 | - | 8144 |
| met1 | 30000 | 9064 |
| met4 | 4870 | 6 |
| met2 | 36600 | 1126 |
| met5 | 129 | - |
-- kinds of logic after synthesis --
| logic type | count (synthesis) |
|---|---|
| adders and majority gates | 628 |
| muxes | 22 |
| xor gates and xnor gates | 91 |
| AOI/OAI and AO/OA | 373 |
| and+or+nand+nor | 843 |
| buffers and inverters | 604 |
-- layout by cell type (no fill, tap or decap), drive strengths merged, types with 52 or more instances in the layout --
| cell | instances |
|---|---|
| a21oi | 97 |
| buf | 52 |
| clkdlybuf4s50 | 101 |
| fa | 410 |
| ha | 218 |
| inv | 468 |
| nand2 | 259 |
| nor2 | 400 |
| o21ai | 55 |
| xnor2 | 71 |
-- stage by stage --
step	instances	hold WS, ns	setup WS (ns)	area [sq um]	utilization, %
4_1_cts	3263	8.77	1.35	22200	44.1
6_report	3263	8.78	1.12	22200	44.1
3_3_place_gp	3263	8.77	1.58	22200	44.1
2_1_floorplan	2561	7.57	3.90	20400	-
3_5_place_dp	3263	8.77	1.37	22200	44.1
5_1_grt	3263	8.82	0.909	22200	44.1
-- how the worst max path moves through the flow --
stage / end / cells past startpoint
4_1_cts: zero_flag / 31
5_1_grt: zero_flag / 30
6_report: zero_flag / 31
-- worst min-delay path, cell delays in order --
cell,delay [ns]
clkdlybuf4s50_1,0.59
nor3_1,0.08
o211a_1,0.13
a21boi_2,0.14
inv_1,0.05
clkdlybuf4s50_1,0.39
-- final cells by class --
type / instances / area (sq um)
multi-input cells: 1957 / 18100
repair buffers: 153 / 1400
fillers: 5044 / 28100
well taps: 672 / 841
inverters: 481 / 1810
